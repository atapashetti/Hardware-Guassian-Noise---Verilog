<file path="design.v">
`timescale 1ns / 1ps
module tausworthe(clk, rst, U1, U2);
input clk, rst;
output reg [31: 0]U1, U2;
reg [31:0] s0, s1, s2, s3, s4, s5, b1, b2;
parameter mask1 = 32'hfffffffe;
parameter mask2 = 32'hfffffff8;
parameter mask3 = 32'hfffffff0;
always @(posedge clk) begin
if((!rst) )
	begin
		b1 = ((( s0 << 13) ^ s0) >> 19);
		s0 = ((( s0 & mask1) << 12 ) ^ b1);
		b1 = ((( s1 << 2) ^ s1) >> 25);
		s1 = ((( s1 & mask2) << 4 ) ^ b1);
		b1 = ((( s2 << 3) ^ s2) >> 11);
		s2 = ((( s2 & mask3) << 17 ) ^ b1);
		b2 = ((( s3 << 13) ^ s3) >> 19);
        s3 = ((( s3 & mask1) << 12 ) ^ b2);
        b2 = ((( s4 << 2) ^ s4) >> 25);
        s4 = ((( s1 & mask2) << 4 ) ^ b2);
        b2 = ((( s5 << 3) ^ s5) >> 11);
        s5 = ((( s5 & mask3) << 17 ) ^ b2);
	 end
	else begin     
       s0 = 32'h7fffeeee;
       s1 = 32'h7ddddddd;
       s2 = 32'h7dddeeee;
       s3 = 32'h7fffffff;
       s4 = 32'h7eeeeeee;
       s5 = 32'h7dddcccc;
    end
    U1 = s0 ^ s1 ^ s2;
    U2 = s3 ^ s4 ^ s5;
end
endmodule
</file>
<file path="run.sh">
#!/bin/bash
# OpenROAD 26Q1-2900-gdf79404cd8, Yosys 0.63+post, stock flow scripts
make -C /OpenROAD-flow-scripts/flow DESIGN_CONFIG=/design/flow/config.mk WORK_HOME=/design/flow/orfs finish
</file>
<file path="config.mk">
export PLATFORM = sky130hd
export DESIGN_NAME = tausworthe
export DESIGN_NICKNAME = tausworthe
export VERILOG_FILES = /design/flow/design.v
export SDC_FILE = /design/flow/constraint.sdc
export NUM_CORES = 4
export LEC_CHECK = 1
export CORE_UTILIZATION = 30
</file>
<file path="constraint.sdc">
current_design tausworthe

set clk_period 1.6
set clk_io_pct 0.2

create_clock -name clk0 -period $clk_period [get_ports {clk}]

set non_clock_inputs [all_inputs -no_clocks]
set_input_delay [expr $clk_period * $clk_io_pct] -clock clk0 $non_clock_inputs
set_output_delay [expr $clk_period * $clk_io_pct] -clock clk0 [all_outputs]
</file>
==> run notes <==
fresh numbers from the pnr run: final cell count without fillers=1081, DRC errors left=0, vias in the first global route=4231, DIE HEIGHT=160 um, Tool Warnings=25, IO Pins=66, Detailed Routing Iterations Pass 1=4, CP Capture Point=U1[17], filler cell count=2337, fp util=0.306, Fmax=0.639 GHz, Late-Pin Clk Latency=0.50 ns, # setup viols final=0, CTS tree=yes, max-cap check violation count=0, Worst path top cell family by delay=buffers and inverters, FF/Latch Area=4340 um^2, # rows=57, Post-Route WL=16000 um, CP cell instances=clkdlybuf4s50_1, # port buffers=65, Power per Cell Area=1450 nW/um^2, Die W=160 um, sequential share of power=0.470, post-synthesis average cell area=11.2 um^2, Cell Type Count=14, area grow syn2layout=25.8%, Cells after Synth=665, GRT Residual Overflow=0, Slew HR=0.647, Net Sw Power=3230 uW, worst-margin pin slew=0.525 ns, drt wl/cell=14.8 um, logic gate share of total power=0.143, Sw Ratio=0.237, CP required=1.28 ns, Worst Hold Class=input port to flip-flop, Layout Skew=0.00749 ns, Antenna Nets Post-Route=0, Commonest Layout Cell=dfxtp_1, type of origin of the critical path=flip-flop, cells in synth_stat.txt=665, Synth flops=215, Total GRT Usage=0.132, logic area=3050 um^2, Total Neg Setup Slack=0 ns, R2R Path Start=s1[23], postcts setup bufs=0, critical setup path kind=flip-flop to primary output, post-route setup slack=0.0361 ns, Pint=10400 uW, CTS Sinks=215, CP max-delay cell=clkdlybuf4s50_1, Final Hold Viols=0, Post-Synthesis Cell Area=7470 um^2, status=finished, final reports clean, largest net degree at the start of global routing=46, layout cell share with drive strength beyond 1=0.214, Slew Viols, Final=0, dpl cells=1041, number of synthesis warnings=1, register-to-register setup slack=0.27 ns, Vias=4133, Critical Path End Type=primary output, path length in cells of the critical path=1, Setup WS pre-CTS=0.160 ns, Buf/Inv on CP=1, CP max FO=1, global-route wire length before repair=24900 um, Pleak=0.00374 uW, total CTS buffers=23, slowest stage delay, CP=0.44 ns, initial detailed-routing violation count=174, Clk Tree Root Cell=clkbuf_16, peak supply drop=0.000691 V, most numerous logic cells after layout=183 x dfxtp_1, 158 x xnor2_1, 77 x or2_2, Clock power frac=0.387, r2r worst-path depth=4, cycle use final=0.977, Cell Area, Placed=8550 um^2, Seq share, synth=0.576, core area=24400 um^2, yosys synthesis chip area=7470 um^2, Vias/cell=3.82, H-Tree Depth=1, die area=25600 um^2, initial antenna violation count=0, Clock Tree Buf Depth=3, RSZ-0062 raised after global routing=no, FF-to-FF End=U1[27], n_diodes=0, CP Data Arrival Time=1.24 ns, min cycle time layout=1.56 ns, placed wire-length estimate=11600 um, overall power=13600 uW, RD Place Congestion=0.824, crit path launch=U1[17], clk slew on worst S/H paths=0.06 ns, post-route cell area=9400 um^2
-- registers in the layout, summed over array words and instances, names as in the netlist --
register,count
s2,28
s3,31
s0,31
s1,28
U1,32
s5,28
s4,5
U2,32
-- power groups by stage --
| stage | sequential [uW] | clock [uW] | combinational [uW] |
|---|---|---|---|
| 5_1_grt | 6500 | 5660 | 2170 |
| 6_report | 6420 | 5280 | 1950 |
| 4_1_cts | 6430 | 5410 | 2050 |
-- routing by layer --
layer / global-route usage / wire [um] / vias to the layer above
li1: - / - / 2150
met1: 0.209 / 8110 / 1887
met2: 0.197 / 6970 / 72
met3: 0.0228 / 676 / 24
met4: 0.0225 / 268 / 0
met5: 0 / 0 / -
-- metrics by stage --
| stage | hold slack (ns) | util |
|---|---|---|
| after floorplan | 0.435 | - |
| after global placement | 0.441 | 0.350 |
| after detailed placement | 0.448 | 0.350 |
| after CTS | 0.202 | 0.381 |
| after global routing | 0.218 | 0.385 |
| final | 0.211 | 0.385 |
-- Yosys cell counts --
| cell type | number | share of area |
|---|---|---|
| or2b_1 | 1 | 0.0010 |
| nor2_1 | 52 | 0.026 |
| nor2b_4 | 1 | 0.0018 |
| nand2b_1 | 65 | 0.054 |
| xnor2_1 | 158 | 0.19 |
| buf_2 | 9 | 0.0060 |
| or2_2 | 77 | 0.064 |
| or2_1 | 3 | 0.0025 |
| xor2_1 | 51 | 0.060 |
| nor2b_1 | 16 | 0.013 |
| clkbuf_1 | 15 | 0.0075 |
| dfxtp_1 | 215 | 0.58 |
| clkbuf_4 | 1 | 0.0010 |
| buf_4 | 1 | 0.0010 |
-- worst register-to-register path, delay by kind of cell, from the launching register on --
family	cells	cell delay, ns
XOR/XNOR	2	0.44
flip-flops	1	0.51
buffers and inverters	1	0.20
AND/OR/NAND/NOR	1	0.08
-- worst min path at each step --
stage	start	endpoint	cells after the start	slack (ns)
after CTS	rst	U1[31]	2	0.20
after global routing	rst	U1[31]	2	0.22
final	rst	U1[31]	2	0.21
-- timing repair --
item                       CTS  global route
setup endpoints to repair   30            34
hold endpoints to repair     0             0
resized                     44            46
hold buffers                 0             0
-- area by class of cell --
cell class | instances | share of cell area
Clock inverter | 9 | 0.0104
Sequential cell | 215 | 0.462
Multi-Input combinational cell | 424 | 0.325
Tap cell | 324 | 0.0431
Clock buffer | 31 | 0.0708
Timing Repair Buffer | 78 | 0.0888
-- cell families (layout without fill, tap and decap cells) --
group | Yosys count | after routing | share of synthesized area
AND/OR/NAND/NOR | 215 | 215 | 0.164
XOR/XNOR | 209 | 209 | 0.245
flip-flops | 215 | 215 | 0.576
buffers and inverters | 26 | 118 | 0.0156
Power figures rest on the tool's default switching activity, not on a simulated workload.
